==> flow/design.v <==
module fifo(clk, reset, full, empty, item_in, item_out, write, read);
  parameter routerid=-1;
  input clk, reset, write, read;
  output full, empty;
  reg [2-1:0] mem [(1<<2)-1:0];
  reg [2-1:0] read_ptr;
  reg [2-1:0] write_ptr;
  wire [2-1:0] read_ptr_p1; assign read_ptr_p1 = read_ptr + 1;
  wire [2-1:0] write_ptr_p1; assign write_ptr_p1 = write_ptr + 1;
  reg [2:0] count;
  input [2-1:0] item_in;
  output [2-1:0] item_out;
  reg full, empty;
  integer i;
  always @(posedge clk or posedge reset) begin
    if (reset) begin
      read_ptr <= 0;
      write_ptr <= 0;
      empty <= 1;
      full <= 0;
      count <= 0;
      for (i=0; i<(1<<2); i=i+1) begin
        mem[i] <= 0;
      end
    end else begin
      if (read & !empty) begin
        full <= 0;
        read_ptr <= read_ptr_p1;
        if (read_ptr_p1 == write_ptr) empty <= 1;
      end
      if (write & !full) begin
        mem [write_ptr] <= item_in;
        empty <= 0;
        write_ptr <= write_ptr_p1;
        if (read_ptr == write_ptr_p1) full <= 1;
      end
      if (actual_read & !actual_write)
        count <= count-1;
      else if (actual_write & !actual_read)
        count <= count+1;
    end
  end
  assign item_out = mem [read_ptr];
  wire actual_read = read & !empty;
  wire actual_write = write & !full;
endmodule
==> flow/run.sh <==
#!/bin/bash
# OpenROAD 26Q1-2900-gdf79404cd8, Yosys 0.63+post, stock flow scripts
make -C /OpenROAD-flow-scripts/flow DESIGN_CONFIG=/design/flow/config.mk WORK_HOME=/design/flow/orfs finish
==> flow/config.mk <==
export PLATFORM = sky130hd
export DESIGN_NAME = fifo
export DESIGN_NICKNAME = fifo
export VERILOG_FILES = /design/flow/design.v
export SDC_FILE = /design/flow/constraint.sdc
export NUM_CORES = 4
export LEC_CHECK = 1
export CORE_AREA = 10 10 83 83
export DIE_AREA = 0 0 93 93
==> flow/constraint.sdc <==
current_design fifo

set clk_period 1.6
set clk_io_pct 0.2

create_clock -name clk0 -period $clk_period [get_ports {clk}]

set non_clock_inputs [all_inputs -no_clocks]
set_input_delay [expr $clk_period * $clk_io_pct] -clock clk0 $non_clock_inputs
set_output_delay [expr $clk_period * $clk_io_pct] -clock clk0 [all_outputs]
==> summary.txt <==
flow finished, numbers: outcome finished with violations, failing checks negative setup slack, Yosys Chip Area 793 um^2, Cells after Synth 59, Worst-Margin Slew 0.528 ns, Setup Skew 0.00321 ns, Post-Syn Area 793 um^2, antenna-violating nets left 0, proportion of layout cells with a drive suffix above 1 39.5%, Adder Share, Synth 12.6%, setup violators final 2, Syn. warnings 2, Seq/Total Area, Yosys 44.3%, first-pass iteration count of the detailed router 4, root buffer cell clkbuf_8, Post-synth top cells 13 x dfrtp_1, 8 x ha_1, 8 x mux2_4, Clk pin slew, worst setup/hold paths 0.06 ns, Worst EP required 1.28 ns, PD cells 1900 mW/mm^2, number of synthesized flops with an enable pin 0, Critical Path Start Type flip-flop, CP startpoint read_ptr[0]$_DFFE_PP0P_, Final Max Tran Viols 0, Max Freq 568 MHz, Die H 93 um, Leak Pwr 0.000510 uW, VDD IR max 0.511 mV, P&R area growth vs syn 34.7%, Max-Slew Margin vs Limit 64.7%, Fin. Hold Viols 0, Crit Path Class reg -> out, Yosys Instances 59, CTS sink count 14, r2r startpoint read_ptr[0]$_DFFE_PP0P_, Max Cap Viol 0, worst-path cell chain inv_2, ha_4, a222oi_1, mux2i_1, buf_2, Synth area leader dfrtp_1, hold_buf cts 0, Tmin final 1.76 ns, Synth mux share 19.1%, Via density 3.25, placed cell count 140, hold crit path type in -> async, CP peak stage delay 0.40 ns, R2R cell count 6, top cells by area dfrtp_1 41%, mux2_4 15%, ha_1 13%, and+or+nand+nor area frac 8.52%, CP endpoint item_out[1], clock tree buffer depth 2, drt wl/cell 10.3 um, Reg-to-Reg End empty$_DFFE_PP1P_, Overall Global Routing Usage 3.81%, count of tool warnings 33, Placed Area 995 um^2, n_diodes 0, Core Rows 26, Die ar. 0.00865 mm^2, Netlist cell types 19, # DRC 0, drt initial violations 20, internal reg-to-reg setup slack 0.24 ns, first-pass GRT wire length 2.68 mm, Slowest-stage cell, CP dfrtp_1, final core utilization 20.8%, Max-area cell share 41.0%, aoi share 5.21%, Core ar. 0.00514 mm^2, Top non-seq family multiplexers, cell area after layout 0.00107 mm^2, period utilization 110%, initial antenna violation count 0, Die X 93 um, setup slack after layout -0.159 ns, drt total wl 1.50 mm, GP Congestion 0.761, xor/xnor share 5.52%, hpwl dp 1.20 mm, Synth async-reset ratio 100%, unrepaired setup endpoints after global routing yes, crit path max fanout 4, Commonest flop dfrtp_1, Logic cell area 417 um^2, Layout fillers 568, Flops after synth 14, H-tree levels 1, Ports 10, syn_area_per_cell 13.4 um^2, vias in the first global route 526, IO buf count 9, TritonCTS buffer count 3, CTS tree built, final cell count without fillers 146, clk latency late pin 0.24 ns, grt total ovfl 0, Via Count 474, Critical Path Sink Type output pin, register area 353 um^2, CP Data Arrival Time 1.44 ns, top-count cell post-synth dfrtp_1, setup TNS -0.304 ns, pin count of the biggest net entering global routing 15, Initial Util 15.4%
cells in the final DEF (no fill, tap or decap), types with 4 or more instances in the layout:
cell type        netlist  routed
buf_4                  0       4
clkbuf_8               0       4
clkdlybuf4s50_1        0       7
dfrtp_1               13      12
ha_1                   8       7
inv_1                  7       5
mux2_4                 8       8
nand2_4                4       4
xnor2_1                4       4
per-stage QoR:
stage	total power (uW)	setup WS (ns)	hold WS [ns]
floorplan	1350	0.221	0.209
global placement	1660	-0.234	0.504
detailed placement	1690	-0.283	0.496
CTS	2040	-0.159	0.446
global route	2210	-0.287	0.463
finish	2030	-0.159	0.418
state kept, by name (all words and copies together) (netlist names):
| name | count |
|---|---|
| read_ptr | 2 |
| full | 1 |
| mem | 8 |
| write_ptr | 2 |
| empty | 1 |
layer usage:
| layer | share of wire [%] | GRT usage [%] | vias up |
|---|---|---|---|
| met5 | 0 | 0 | - |
| met3 | 9.2 | 1.94 | 2 |
| met4 | 0.67 | 0.386 | 0 |
| met1 | 52 | 5.72 | 227 |
| li1 | - | - | 231 |
| met2 | 38 | 4.85 | 14 |
worst max-delay path: cells and delay by family, from the launching register on:
family          cells  cell delay [ns]
buf+inv             2             0.19
fa+ha+maj           1             0.16
compound gates      1             0.33
mux                 1             0.12
flops               1             0.40
power by group:
part | internal, uW | switching [uW] | total (uW)
combinational | 604 | 400 | 1000
clock | 217 | 116 | 333
sequential | 538 | 157 | 695
total | 1360 | 673 | 2030
what timing repair did:
action / in CTS / in global routing
gates resized: 11 / 0
pin swaps: 3 / 0
endpoints found under the setup margin: 2 / 3
setup buffers: 1 / 1
how the worst min path moves through the flow:
stage	depth (start not counted)	to	slack, ns	startpoint
CTS	2	write_ptr[1]$_DFFE_PP0P_	0.45	reset
global route	2	write_ptr[1]$_DFFE_PP0P_	0.46	reset
finish	2	write_ptr[1]$_DFFE_PP0P_	0.42	reset
cell type report:
type	count	area share (%)
Multi-Input combinational cell	37	39.0
Tap cell	70	8.20
Sequential cell	14	33.0
Inverter	7	2.46
Clock buffer	4	5.15
Timing Repair Buffer	14	12.2
logic make-up (layout without fill, tap and decap cells):
group           count (synthesis)  count (layout)
flops                          14              14
compound gates                  5               5
buf+inv                         8              25
xor+xnor                        5               5
fa+ha+maj                       8               8
mux                            11              11
simple gates                    8               8
Power figures rest on the tool's default switching activity, not on a simulated workload.
