<file path="design.v">
module fifo2 (clk, reset, full, empty, item_in, item_out, write, read);
	parameter SIZE = 2;
	parameter DEPTH_LOG2 = 1;
	localparam DEPTH = 2 ** DEPTH_LOG2;
	input clk, reset, write, read;
	input [SIZE-1:0] item_in;
	output [SIZE-1:0] item_out;
	output full, empty;
	reg full, empty;
	reg [SIZE-1:0] memory [DEPTH-1:0];
	reg [DEPTH_LOG2-1:0] read_ptr;
	reg [DEPTH_LOG2-1:0] write_ptr;
	wire [DEPTH_LOG2-1:0] read_ptr_p1 = read_ptr + 1;
	wire [DEPTH_LOG2-1:0] write_ptr_p1 = write_ptr + 1;
	assign item_out = memory[read_ptr];
	integer i;
	wire do_read = read & !empty;
	wire do_write = write & !full;
	always @(posedge clk or posedge reset) begin
		if (reset) begin
			read_ptr <= 0;
			write_ptr <= 0;
			empty <= 1;
			full <= 0;
			for (i=0; i<DEPTH; i=i+1) memory[i] <= 0;
		end else begin
			if (do_read & do_write) begin
				read_ptr <= read_ptr_p1;
				write_ptr <= write_ptr_p1;
				memory[write_ptr] <= item_in;
			end else if (do_read) begin
				full <= 0;
				read_ptr <= read_ptr_p1;
				empty <= (read_ptr_p1 == write_ptr);
			end else if (do_write) begin
				memory[write_ptr] <= item_in;
				empty <= 0;
				write_ptr <= write_ptr_p1;
				full <= (read_ptr == write_ptr_p1);
			end
		end
	end
endmodule
</file>
<file path="run.sh">
#!/bin/bash
# OpenROAD 26Q1-2900-gdf79404cd8, Yosys 0.63+post, stock flow scripts
make -C /OpenROAD-flow-scripts/flow DESIGN_CONFIG=/design/flow/config.mk WORK_HOME=/design/flow/orfs finish
</file>
<file path="config.mk">
export PLATFORM = sky130hd
export DESIGN_NAME = fifo2
export DESIGN_NICKNAME = fifo2
export VERILOG_FILES = /design/flow/design.v
export SDC_FILE = /design/flow/constraint.sdc
export NUM_CORES = 4
export LEC_CHECK = 1
export CORE_AREA = 10 10 70 70
export DIE_AREA = 0 0 80 80
</file>
<file path="constraint.sdc">
current_design fifo2

set clk_period 1.7
set clk_io_pct 0.2

create_clock -name clk0 -period $clk_period [get_ports {clk}]

set non_clock_inputs [all_inputs -no_clocks]
set_input_delay [expr $clk_period * $clk_io_pct] -clock clk0 $non_clock_inputs
set_output_delay [expr $clk_period * $clk_io_pct] -clock clk0 [all_outputs]
</file>
==> results.cfg <==
; physical design summary
[detailed_routing]
met3WireLength_um = 119
detailroute.via_count = 265
routed-wl-met2_um = 223
antenna_left = 0
routed_via_density = 2.94
drt_first_pass_iters = 2
met1_length_um = 481
wirelength_um = 830
top_layer = met4
diodes = 0
drcViolationCount = 0
post_drt_wl_per_cell_um = 9.22
drtIter0Drc = 5

[cells_and_area]
utilization_pct = 16.3
syn_to_final_growth_pct = 56.7
most-common-layout-cells = dfrtp_1 (7), clkdlybuf4s50_1 (7), mux2_4 (4)
ff_latch_area_um2 = 201
drive_above_1_share_pct = 25.0
comb_area_um2 = 158
fillers = 393

[global_route]
overflow = 0
grt_antenna_before_repair = 0
grt_pass1_wl_mm = 1.41
grt_pass1_vias = 271
grt_max_degree = 9
grt_usage_pct = 2.96

[final_timing]
rsz0062_at_grt = no
min_period_ns = 1.64
hold_viol_final = 0
final-setup-viol-count = 0
final_max_slew_viol_count = 0
setup_tns_ns = 0
worst_slew_pin_slew_ns = 0.297
fmax_mhz = 611
finClkSkew_ns = 0.00734
min_period_over_period_pct = 96.2
maxSlewHeadroom_pct = 80.2

[floorplan]
die-area_um2 = 6400
die_h_um = 80
io_pins = 10
rows = 21
die_x_um = 80
initCoreUtil_pct = 10.4
core-area_um2 = 3420

[power_and_ir_drop]
pwr-share-comb_pct = 45.1
cellPowerDensity_nw_per_um2 = 1730
clkPwrFrac_pct = 17.1
finalPower_uw = 963
switching_share_pct = 28.8
p_int_uw = 685
p_leak_nw = 0.244
ir_worst_vdd_uv = 636
p_switching_uw = 278
p_seq_share_pct = 37.9

[logic_synthesis]
synth.distinct_cells = 14
syn_area_per_cell_um2 = 12.7
topCellsByArea = dfrtp_1 (49%), mux2_4 (8.5%), dfstp_2 (7.4%), mux2_1 (6.3%), mux2_2 (6.3%)
ys.flops = 8
ys.warnings.count = 2
ys_area_um2 = 355
largest_area_cell = dfrtp_1
ys_seq_share_pct = 56.7
syn-cell-area_um2 = 355
synthCells = 28
yosys-stat-cells = 28
yosysTopAreaCellShare_pct = 49.3

[cts]
clock_path_buffers = 2
cts_tree = done
clk_pin_slew_ns = 0.06
clk_latency_ns = 0.27
cts_buffers = 3
cts-root-buf = clkbuf_4
htree_levels = 1
holdBufCountCts = 0
numClockSinks = 8

[critical_path]
crit_path_start_kind = register
critPathKind = register to primary output
crit_chain = buf_4, mux2_4, dlygate4sd2_1
end_kind = primary output
cp_slowest_stage_delay_ns = 0.37
cp.required_ns = 1.36
reg2reg_to = memory[0][0]$_DFFE_PP0P_
reg2reg_depth = 3
r2r-start = full$_DFFE_PP0P_
critical_path.max_fanout = 2
arrival_ns = 1.30
critPathSlowestCell = dfrtp_1
reg2reg_setup_slack_ns = 0.47

[min_path]
hold_class = primary input to asynchronous set/reset pin

[placed_design]
port_buffers = 9
gp_congestion = 0.781
dp_hpwl_um = 633

[job]
warning_count = 25
max-cap-violations = 0

[status]
status = completed
how the worst max path moves through the flow:
stage / start / to / slack, ns
after CTS: read_ptr$_DFFE_PP0P_ / item_out[0] / 0.03
after global routing: read_ptr$_DFFE_PP0P_ / item_out[0] / 0.01
final: read_ptr$_DFFE_PP0P_ / item_out[0] / 0.06
power groups by stage:
stage / clock network, mW / registers (mW) / logic, mW
4_1_cts: 0.167 / 0.370 / 0.423
5_1_grt: 0.183 / 0.380 / 0.494
6_report: 0.164 / 0.365 / 0.434
state kept, by name, indices dropped and copies added (netlist names):
| name | flops |
|---|---|
| full | 1 |
| write_ptr | 1 |
| memory | 4 |
| empty | 1 |
| read_ptr | 1 |
stage by stage:
step,instance area (µm²),setup slack (ns),instances,hold slack [ns]
4_1_cts,549,0.0279,89,0.331
6_report,557,0.0640,90,0.317
2_1_floorplan,355,0.593,28,0.155
3_5_place_dp,503,0.113,83,0.481
3_3_place_gp,503,0.126,83,0.477
5_1_grt,557,0.0135,90,0.370
repair_timing:
| action | CTS | global route |
|---|---|---|
| endpoints found under the setup margin | 2 | 1 |
| setup buffers | 2 | 1 |
| gates resized | 4 | 0 |
| endpoints found under the hold margin | 0 | 0 |
| pin swaps | 0 | 0 |
cell type report:
cell class | count | area share (%)
inverters | 1 | 0.674
multi-input cells | 19 | 28.3
well taps | 46 | 10.3
repair buffers | 12 | 19.8
clock buffers | 4 | 4.72
flip-flops and latches | 8 | 36.2
worst max-delay path, delay by kind of cell (launching register included):
family                 cells  cell delay (ns)
buffers and inverters      2             0.38
DFF                        1             0.37
muxes                      1             0.28
cells in the mapped netlist, drive strengths merged:
cell type and count:
nor2 2, nand3 1, nand2 3, xnor2 2
mux2 6, and2b 1, dfrtp 7, inv 1
nand2b 2, a21oi 1, dfstp 1, xor2 1
cells by family (layout without fill, tap and decap cells):
| logic type | count (synthesis) | count (layout) | share of synthesized area, % |
|---|---|---|---|
| simple gates | 9 | 9 | 12.3 |
| mux | 6 | 6 | 21.1 |
| buf+inv | 1 | 17 | 1.06 |
| flops | 8 | 8 | 56.7 |
| compound gates | 1 | 1 | 1.41 |
| xor+xnor | 3 | 3 | 7.40 |
routing by layer:
layer	vias to the layer above	GRT usage (%)
met5	-	0
met4	0	0.176
met3	2	2.61
met2	12	2.81
met1	127	4.60
li1	124	-
No activity file was given, so power comes from the tool's default toggle rates.
