## flow/design.v

```verilog
module async_counter(clk, reset, active, count);
	parameter N = 10;
	input clk, reset;
	input [5:0] active;  
	reg [N-1:0] n5;
	reg [N-1:0] n7;
	reg [N-1:0] n9;
	output [N-1:0] count = n7;
	wire [N-1:0] n7_prev;
	wire [N-1:0] n5_next;
	generate
		genvar i;
		for (i=0; i<N; i=i+1) begin
			if (i>0)
				assign n7_prev[i] = n7[i-1];
			else
				assign n7_prev[i] = ~n5[0];
			if (i<N-1)
				assign n5_next[i] = n5[i+1];
			else
				assign n5_next[i] = n7[i];
			always @(posedge clk or posedge reset)
				if (reset) begin
					n5[i] <= 0;
					n7[i] <= 0;
					n9[i] <= 1;
				end else begin
					n5[i] <= (active == (i*3 + 0)) ? (n7[i] & n9[i] | ~n7[i] & ~n9[i]) : n5[i];
					n7[i] <= (active == (i*3 + 1)) ? (n7[i] & ~n7_prev[i] | n7_prev[i] & n9[i]) : n7[i];
					n9[i] <= (active == (i*3 + 2)) ? (n7_prev[i] & n9[i] | ~n7_prev[i] & ~n5_next[i]) : n9[i];
				end
		end
	endgenerate
endmodule
```

## flow/constraint.sdc

```tcl
current_design async_counter

set clk_period 2.1
set clk_io_pct 0.2

create_clock -name clk0 -period $clk_period [get_ports {clk}]

set non_clock_inputs [all_inputs -no_clocks]
set_input_delay [expr $clk_period * $clk_io_pct] -clock clk0 $non_clock_inputs
set_output_delay [expr $clk_period * $clk_io_pct] -clock clk0 [all_outputs]
```

## flow/run.sh

```bash
#!/bin/bash
# OpenROAD 26Q1-2900-gdf79404cd8, Yosys 0.63+post, stock flow scripts
make -C /OpenROAD-flow-scripts/flow DESIGN_CONFIG=/design/flow/config.mk WORK_HOME=/design/flow/orfs finish
```

## flow/config.mk

```make
export PLATFORM = sky130hd
export DESIGN_NAME = async_counter
export DESIGN_NICKNAME = async_counter
export VERILOG_FILES = /design/flow/design.v
export SDC_FILE = /design/flow/constraint.sdc
export NUM_CORES = 4
export LEC_CHECK = 1
export CORE_AREA = 10 10 109 109
export DIE_AREA = 0 0 119 119
```

==> CHANGELOG.md <==
### Implementation results

* Path category of the worst min-delay check: reg -> reg
* Crit path max-delay cell type: or4b_4
* Crit path buf inv count at 1
* Fraction of the yosys area taken by sequential cells at 0.498
* Slew at the pin closest to its max-slew limit at 0.385 ns
* GRT Util Overall at 0.0496
* Clock buffers created by TritonCTS at 5
* Startpoint of the worst register-to-register path: n5[0]
* Maximum cell stage delay along the critical path at 0.57 ns
* Cell row count at 36
* Sink count of the clock tree at 30
* Reported leakage power at 0.814 nW
* Boundary Pins at 18
* Final setup TNS at 0 ns
* Final setup violation count at 0
* Post-route standard cell area excluding fillers at around 2000 um2
* Post-cts hold buffer count at 0
* Number of vias per cell at 3.78
* TritonCTS clock tree: done
* Power Total at 1.40 mW
* Depth of the worst hold-timing path at 1
* Critical path class: in -> reg
* Crit. End Element: flop
* Peak clock frequency supported by timing at 0.510 GHz
* Die Outline Area at 14200 um2
* DRC Markers at 0
* Unrepaired setup endpoints after global routing: false
* Synth Cell Area at 1530 um2
* 1st-pass router iterations at 4
* Arrival time of the worst setup path at around 2.1 ns
* Horizontal die dimension at around 120 um
* H-tree depth at 2
* Worst Path Max Fanout at 7
* Areal power density over the cells at 691 nW/um2
* Max-slew headroom at the worst pin at 0.743
* Antenna violations before repair at 0
* Max rail drop VDD at 0.235 mV
* Worst R2R Path Depth at 2
* Die height at 119 um
* Synthesis area per yosys at about 1500 um2
* OpenROAD warning count at 25
* Internal reg-to-reg setup slack at between 0.8 and 0.9 ns
* Ys Warns at 1
* Congestion Overflow GR at 0
* Count of different cell masters after synthesis at 28
* Hold path startpoint: n5[7]
* Area growth, synth to finish at 32.8%
* Register bit count reported by yosys at 30
* Fp_density at 0.159
* Crit path max-delay family: simple AND/OR/NAND/NOR gates
* CTS-repair resized insts at 0
* CTS root buffer: clkbuf_8
* Routed Antenna Nets at 0
* Starting DRT DRC Count at 39
* Pins Over Slew Limit at 0
* Result of the run: complete, no violations
* Fillers at 1039
* Area of the core at roughly 9600 um2
* Number of maximum-capacitance constraint violations at 0
* DP Wirelength at 2610 um
* Number of vias after detailed routing at about 1.1k
* Hold Fails Final Rpt at 0
* Global-route wire length before repair at 5820 um
* Shortest clock period the worst path allows after layout at 1.96 ns
* CTS clk-pin slew, worst paths at 0.06 ns
* Mapped Avg Cell Area at ~12 um2
* Cells after Synth at approximately 130
* Post CTS Setup Buffer Count at 0
* Number of buffers added on ports at 17
* Count of instantiated cells in the yosys netlist at around 130
* WL/cell at about 12 um
* Critical Path Source Type: primary input
* Final wirelength at 3580 um
* Period utilisation layout at 0.933
* Skew final at 0.00333 ns
* Via count of the first global-routing pass at 1094
* GP Congestion at approximately 0.77
* Most common cell after layout, fill and taps aside: dfrtp_1
* Cell breakdown of the critical path: clkdlybuf4s50_1, or4b_4, and4bb_2, mux2_2
* Most frequent cells in the layout: dfrtp_1 (20), mux2_2 (19), clkdlybuf4s50_1 (17)
* Placed Instance Area at 1940 um2
* Inserted Diodes at 0
* Share of post-route cells with drive strength above 1 at 0.346
* Maximum number of pins on one net before global-route repair at 31
* Insertion delay at the late pin of the worst-skew pair at 0.27 ns
* CTS Buffer Depth at 2
* Required time of the worst setup path at between 2 and 2.5 ns
-- stage by stage --
stage	setup slack [ns]	cells	hold slack, ns	util
after floorplan	0.409	128	0.383	-
after global placement	-0.135	287	0.396	0.202
after detailed placement	-0.149	287	0.396	0.202
after CTS	0.143	295	0.405	0.211
after global routing	0.101	295	0.423	0.211
final	0.140	295	0.404	0.211
-- synthesized netlist by cell type --
library cell	n	area, um2
a21oi_1	2	10.0
a31oi_1	4	25.0
a41oi_1	2	17.5
and4b_2	1	11.3
and4bb_2	4	50.1
buf_2	3	15.0
buf_4	1	7.51
dfrtp_1	20	500
dfstp_2	10	263
inv_1	6	22.5
mux2_2	19	214
mux2i_1	5	50.1
nand2_1	8	30.0
nand2b_1	2	12.5
nand3_1	7	35.0
nand3b_1	1	7.51
nand4_1	2	12.5
nand4b_1	2	17.5
nor2_1	2	7.51
nor2b_1	3	18.8
nor3_1	1	5.00
nor3b_1	2	15.0
nor4_1	3	18.8
nor4b_1	2	17.5
o31ai_1	2	15.0
o41ai_1	2	17.5
or4b_4	2	27.5
xnor2_1	10	87.6
-- routing by layer --
layer  up-vias  track usage  share of wire  wire length [um]
li1        542            -              -                 -
met1       557       0.0710           0.50              1790
met2        15       0.0737           0.45              1620
met3         2       0.0153          0.039               138
met4         0      0.00763          0.010                36
met5         -            0              0                 0
-- worst register-to-register path, stage by stage, from the launching register on --
cell     delay (ns)
dfrtp_1        0.41
nor4_1         0.31
mux2_2         0.37
-- power breakdown --
part / total (mW) / leakage, nW / internal (mW) / switching [mW]
clock: 0.468 / 0.0482 / 0.264 / 0.204
combinational: 0.197 / 0.401 / 0.114 / 0.0832
sequential: 0.740 / 0.365 / 0.682 / 0.0584
total: 1.40 / 0.814 / 1.06 / 0.346
-- layout make-up --
type,count,area [um2],share of cell area
tap,133,166,0.0818
timing repair buffer,30,268,0.132
clock inverter,1,5.00,0.00246
inverter,6,22.5,0.0111
sequential,30,763,0.375
clock buffer,7,86.3,0.0424
multi-input combinational,88,723,0.355
-- cells by family after synthesis --
logic type,count (synthesis),share of synthesized area
DFF,30,0.498
buffers and inverters,10,0.0294
and+or+nand+nor,42,0.187
AOI/OAI and AO/OA,12,0.0556
xor gates and xnor gates,10,0.0572
muxes,24,0.172
-- how the worst max path moves through the flow --
stage                  end       from  cells after the start  slack, ns
after CTS             flop  active[5]                      4       0.14
after global routing  flop  active[5]                      4       0.10
final                 flop  active[5]                      4       0.14
Power figures rest on the tool's default switching activity, not on a simulated workload.
